==> config.mk <==
export PLATFORM = sky130hd
export DESIGN_NAME = HitScan
export DESIGN_NICKNAME = HitScan
export VERILOG_FILES = /design/flow/design.v
export SDC_FILE = /design/flow/constraint.sdc
export NUM_CORES = 4
export LEC_CHECK = 1
export CORE_UTILIZATION = 30
==> constraint.sdc <==
current_design HitScan

set clk_period 8.1
set clk_io_pct 0.2

create_clock -name clk0 -period $clk_period

set non_clock_inputs [all_inputs -no_clocks]
set_input_delay [expr $clk_period * $clk_io_pct] -clock clk0 $non_clock_inputs
set_output_delay [expr $clk_period * $clk_io_pct] -clock clk0 [all_outputs]
==> design.v <==
module HitScan (
	input wire [3:0] Player1NS,
	input wire [3:0] Player2NS,
	input wire[9:0] Player1LocationsXO,
	input wire[9:0] Player2LocationsXO,
	input wire 		  clk,
	output reg hitscan1,
	output reg hitscan2
);
parameter PLAYER_WIDTH = 10'd64;
localparam
S_BASIC_ATTACK_START  = 4'd3,
S_BASIC_ATTACK_ACTIVE = 4'd4,
S_BASIC_ATTACK_REC 	 = 4'd5,
S_DIR_ATTACK_START  	 = 4'd6,
S_DIR_ATTACK_ACTIVE 	 = 4'd7,
S_DIR_ATTACK_REC 		 = 4'd8;
parameter ATTACK_WIDTH = 10'd70;     
parameter ATTACK_HURTBOX_WIDTH = 10'd60;
parameter DIR_ATTACK_WIDTH = 10'd40;     
parameter DIR_ATTACK_HURTBOX_WIDTH = 10'd30;
wire [9:0] player1_right_edge, player2_left_edge;
assign player1_right_edge = Player1LocationsXO + PLAYER_WIDTH;
assign player2_left_edge = Player2LocationsXO -PLAYER_WIDTH; 
wire [9:0] attack1_right_edge, attack1_hurtbox_right_edge;
wire [9:0] dir_attack1_right_edge, dir_attack1_hurtbox_right_edge;
assign attack1_right_edge = Player1LocationsXO + PLAYER_WIDTH + ATTACK_WIDTH;
assign attack1_hurtbox_right_edge = Player1LocationsXO + PLAYER_WIDTH +ATTACK_HURTBOX_WIDTH;
assign dir_attack1_right_edge = Player1LocationsXO + PLAYER_WIDTH +  DIR_ATTACK_WIDTH;
assign dir_attack1_hurtbox_right_edge = Player1LocationsXO + PLAYER_WIDTH + DIR_ATTACK_HURTBOX_WIDTH;
wire [9:0] attack2_left_edge, attack2_hurtbox_left_edge;
wire [9:0] dir_attack2_left_edge, dir_attack2_hurtbox_left_edge;
assign attack2_left_edge = Player2LocationsXO - PLAYER_WIDTH - ATTACK_WIDTH;
assign attack2_hurtbox_left_edge = Player2LocationsXO - PLAYER_WIDTH - ATTACK_HURTBOX_WIDTH;
assign dir_attack2_left_edge = Player2LocationsXO - PLAYER_WIDTH - DIR_ATTACK_WIDTH;
assign dir_attack2_hurtbox_left_edge = Player2LocationsXO - PLAYER_WIDTH - DIR_ATTACK_HURTBOX_WIDTH;
reg [9:0] P1_left, P1_right;   
reg [9:0] P1_attack_left, P1_attack_right; 
reg [9:0] P2_left, P2_right;   
reg [9:0] P2_attack_left, P2_attack_right;  
always @(*) begin
	hitscan1 = 0;
	hitscan2 = 0;
if (Player1NS == S_BASIC_ATTACK_ACTIVE) begin
    P1_left = Player1LocationsXO;
    P1_right = attack1_hurtbox_right_edge;
    P1_attack_left = Player1LocationsXO;
    P1_attack_right = attack1_right_edge;
end
else if (Player1NS == S_BASIC_ATTACK_REC) begin
    P1_left = Player1LocationsXO;
    P1_right = attack1_hurtbox_right_edge;
    P1_attack_left = 0;
    P1_attack_right = 0;
end
else if (Player1NS == S_DIR_ATTACK_ACTIVE) begin
    P1_left = Player1LocationsXO;
    P1_right = dir_attack1_hurtbox_right_edge;
    P1_attack_left = Player1LocationsXO;
    P1_attack_right = dir_attack1_right_edge;
end
else if (Player1NS == S_DIR_ATTACK_REC) begin
	P1_left = Player1LocationsXO;
   P1_right = dir_attack1_hurtbox_right_edge;
	P1_attack_left = 0;
	P1_attack_right = 0;
end
else begin
    P1_left = Player1LocationsXO;
    P1_right = player1_right_edge;
    P1_attack_left = 0;
    P1_attack_right = 0;
end
if (Player2NS == S_BASIC_ATTACK_ACTIVE) begin
    P2_right        = Player2LocationsXO;
    P2_left         = attack2_hurtbox_left_edge;
    P2_attack_right = Player2LocationsXO;
    P2_attack_left  = attack2_left_edge;
end
else if (Player2NS == S_BASIC_ATTACK_REC) begin
    P2_right        = Player2LocationsXO;
    P2_left         = attack2_hurtbox_left_edge;
    P2_attack_right = 0;
    P2_attack_left  = 0;
end
else if (Player2NS == S_DIR_ATTACK_ACTIVE) begin
    P2_right        = Player2LocationsXO;
    P2_left         = dir_attack2_hurtbox_left_edge;
    P2_attack_right = Player2LocationsXO;
    P2_attack_left  = dir_attack2_left_edge;
end
else if (Player2NS == S_DIR_ATTACK_REC) begin
    P2_right        = Player2LocationsXO;
    P2_left         = dir_attack2_hurtbox_left_edge;
    P2_attack_right = 0;
    P2_attack_left  = 0;
end
else begin
    P2_right        = Player2LocationsXO;
    P2_left         = Player2LocationsXO - PLAYER_WIDTH;
    P2_attack_left  = 0;
    P2_attack_right = 0;
end
if (P1_attack_right > P1_attack_left) begin  
	if (P1_attack_right >= P2_left) begin
		hitscan2 = 1;  
	end
end
if (P2_attack_right > P2_attack_left) begin  
	if (P2_attack_left <= P1_right) begin
		hitscan1 = 1;  
	end
end
end
endmodule
==> run.sh <==
#!/bin/bash
# OpenROAD 26Q1-2900-gdf79404cd8, Yosys 0.63+post, stock flow scripts
make -C /OpenROAD-flow-scripts/flow DESIGN_CONFIG=/design/flow/config.mk WORK_HOME=/design/flow/orfs finish
==> impl_metrics.yaml <==
# physical design summary
routing:
  first_pass_iters: 5
  drt_iter0_markers: 139
  drt-vias-per-instance: 5.33
  routed_wl_um: 6250
  drc: 0
  vias: 2455
  wl_per_cell_um: 13.6
  antenna-diode-count: 0
  antenna_left: 0
hold_path:
  min_to: "hitscan1"
  min_path_type: "input port to output pin"
  hp-start: "Player2NS[0]"
  min_path_cells: 5
die:
  initCoreUtil_pct: 31.0
  dieArea_um2: 8300
  fp.dieH_um: 91.1
  core-area_um2: 7690
  die_w_um: 91.1
  io-pin-count: 31
  row_count: 32
yosys:
  synth_warnings: 1
  top_area_cell: "ha_1"
  area_leaders: "ha_1 (30%), a21oi_1 (8.0%), xnor2_1 (6.6%), nand2_1 (5.4%), o21ai_0 (4.2%)"
  syn_avg_cell_area_um2: 6.95
  fa_ha_area_share_pct: 29.9
  synth_xor_xnor_area_share_pct: 8.09
  top_cell_area_share_pct: 29.9
  logic_family: "AND-OR/OR-AND gates"
  yosys.area_share.aoi_pct: 31.0
  yosys-stat-area_um2: 2380
  syn_inst: 343
  synth_cell_type_count: 59
  yosys_cells: 343
  syn_area_um2: 2380
  simple_gate_share_pct: 23.3
  ys_seq_share_pct: 0
  synthMuxAreaShare_pct: 0.893
clock_tree:
  cts_resized: 0
  post_cts_buffers: 0
  ctsHoldBuffers: 0
timing:
  period_minus_slack_ns: 7.24
  drv_slew: 0
  fmax_mhz: 138
  tightestPinTransition_ns: 0.714
  finalClockPeriodUsage_pct: 89.4
  final_hold_viol_count: 0
  finalWorstSetupSlack_ns: 0.857
  relSlewSlack_pct: 52.0
  rsz0062_at_grt: "false"
  setup_viol: 0
  tns_ns: 0
worst_setup_path:
  slowest_stage: "clkdlybuf4s50_1"
  critPathLaunchType: "input port"
  crit_required_ns: 6.48
  critPathCaptureType: "output pin"
  critPathMaxFanout: 10
  cp_cell_sequence: "clkdlybuf4s50_1, ha_1, nand2_1, a31oi_1, o21ai_0, and2_1, mux2_2, ha_1, and4_1, nand3_1, o221ai_1, a21oi_1, a2111oi_0, clkdlybuf4s50_1"
  crit_type: "input port to output pin"
  cp_data_arrival_time_ns: 5.62
  max_stage_delay_ns: 0.74
power_and_ir_drop:
  powerDensity_nw_per_um2: 51.6
  intPower_mw: 0.0638
  comb_power_share_pct: 100.0
  ir_worst_vdd_mv: 0.0233
  p_sw_mw: 0.0779
  p_leak_nw: 1.18
  clockPowerShare_pct: 0
  switching_share_pct: 55.0
  p_seq_share_pct: 0
global_route:
  grtUsageTotal_pct: 15.1
  grt_max_degree: 14
  globalRoute.totalOverflow: 0
  grt_first_pass_wirelength_um: 10400
  antenna_found_initial: 0
  grt_pass1_vias: 2138
placed_design:
  dp_hpwl_um: 5220
  place_inst: 461
  portBuffers: 30
  routabilityCongestion: 0.910
  dpl_worst_slack_ns: 0.865
  place_area_um2: 2750
cells_and_area:
  clock_buffers: 0
  regArea_um2: 0
  drive_gt1_share_pct: 2.79
  area_delta_synth_final_pct: 15.3
  finalNonFillerCells: 461
  final_area_um2: 2750
  sequential_cell_total: 0
job:
  maxCapViolations: 0
  warnings: 46
outcome:
  outcome: "finished, final reports clean"
## placed cells by master (no fill, tap or decap), types with 2 or more instances in the layout
cell type	count
a221oi_1	3
a32oi_1	2
nand4b_1	2
xor2_1	4
nand2_1	34
a21o_1	5
o22ai_1	7
nand4_1	7
and4_1	2
xnor2_1	18
inv_1	24
and2_1	6
or2_1	2
nor2b_1	2
a221o_1	3
o21ai_0	20
o31ai_1	2
nand2b_1	4
nor2_1	25
o22a_1	2
nor3_1	5
nand3_1	5
and3_1	3
a31oi_1	8
a211oi_1	4
o221ai_1	4
clkdlybuf4s50_1	30
a21oi_1	38
o21a_1	3
ha_1	57
## cell families (layout without fill, tap and decap cells)
logic type      count (synthesis)  count (layout)
mux                             2               2
compound gates                115             115
fa+ha+maj                      57              57
buf+inv                        39              55
xor+xnor                       22              22
simple gates                  108             108
## critical path, delay by kind of cell
kind | cells | cell delay (ns)
compound gates | 5 | 1.10
buf+inv | 2 | 1.29
mux | 1 | 0.26
fa+ha+maj | 2 | 0.72
simple gates | 4 | 0.62
## Yosys cell counts, types with 3 or more instances
cell	instances
clkbuf_1	10
nand2_1	34
a31oi_1	8
o21a_1	3
a221o_1	3
a211oi_1	4
a221oi_1	3
ha_1	57
a21oi_1	38
nand2b_1	4
nor2_1	25
o21ai_0	20
nand4_1	7
and2_1	6
xor2_1	4
nor3_1	5
buf_4	3
inv_1	24
o22ai_1	7
o221ai_1	4
a21o_1	5
and3_1	3
nand3_1	5
xnor2_1	18
## layout make-up
cell class | instances | area (µm²)
well taps | 102 | 128
repair buffers | 31 | 308
multi-input cells | 304 | 2220
inverters | 24 | 90.1
fillers | 830 | 4940
## metal layers
layer  up-vias  wire length (µm)  GRT usage [%]
met5         -                 0              0
met4         0                78           2.12
met3         4               171          0.255
met2        45              2740           24.1
met1      1099              3260           23.4
li1       1307                 -              -
## stage by stage
stage | total power, mW | util, % | hold slack (ns)
CTS | 0.142 | 35.7 | 4.55
finish | 0.142 | 35.7 | 4.54
detailed placement | 0.140 | 35.7 | 4.55
global placement | 0.138 | 35.7 | 4.53
global route | 0.161 | 35.7 | 4.63
floorplan | 0.0959 | - | 3.42
## worst max-delay path by stage
stage | endpoint | slack (ns) | start | cells past startpoint
CTS | hitscan1 | 0.83 | Player2LocationsXO[1] | 14
global route | hitscan1 | 0.40 | Player2LocationsXO[1] | 14
finish | hitscan1 | 0.86 | Player2LocationsXO[1] | 14
## power by group through the flow
stage | registers (mW) | logic [mW] | clock network (mW)
finish | 0 | 0.142 | 0
global route | 0 | 0.161 | 0
CTS | 0 | 0.142 | 0
Power and IR drop assume default switching activity.
