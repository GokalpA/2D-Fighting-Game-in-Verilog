==> flow/design.v <==
module FSM(
    input clk,
    input reset_n, 
    input [2:0] buttons,
	 input hitscan,
	 input [3:0] Opponent_CS,
    output reg [3:0] P_Current_State,
	 output wire [2:0] lives_led, blocks_led,
	 output reg died
);
localparam
SERIAL_L = 2'b01,
HOLD = 2'b11;
localparam 
S_IDLE          		 = 4'd0,
S_FORWARD             = 4'd1,
S_BACKWARD            = 4'd2,
S_BASIC_ATTACK_START  = 4'd3,
S_BASIC_ATTACK_ACTIVE = 4'd4,
S_BASIC_ATTACK_REC 	 = 4'd5,
S_DIR_ATTACK_START  	 = 4'd6,
S_DIR_ATTACK_ACTIVE 	 = 4'd7,
S_DIR_ATTACK_REC 		 = 4'd8,
S_HIT_STUN 				 = 4'd9,
S_BLOCK_STUN 			 = 4'd10;
localparam 
S_BASIC_ATTACK_START_FRAME  = 4'd5,
S_BASIC_ATTACK_ACTIVE_FRAME = 4'd2,
S_BASIC_ATTACK_REC_FRAME 	 = 5'd16,
S_DIR_ATTACK_START_FRAME  	 = 4'd4,
S_DIR_ATTACK_ACTIVE_FRAME 	 = 4'd3,
S_DIR_ATTACK_REC_FRAME 		 = 4'd15,
S_HIT_STUN_FRAME_BASIC 		 = 4'd15,
S_HIT_STUN_FRAME_DIR 		 = 4'd14,
S_BLOCK_STUN_FRAME_BASIC	 = 4'd13,
S_BLOCK_STUN_FRAME_DIR	    = 4'd12;
wire left = buttons[2];
wire right = buttons[1];
wire attack = buttons[0];
reg [1:0] lives;
reg [1:0] blocks;
reg [4:0] frame_count;
reg [3:0] State_Frame_Holder;
reg [3:0] NS;
reg [1:0] block_control;
reg [1:0] life_control;
Shifter #(3) lifeshifter(.control(life_control),.reset_n(reset_n),.serialL(1'b0), .serialR(1'b0), .clk(clk),  .Sout(lives_led));
Shifter #(3) blockshifer(.control(block_control), .reset_n(reset_n),.serialL(1'b0), .serialR(1'b0), .clk(clk),  .Sout(blocks_led));
always @(*) begin
State_Frame_Holder = State_Frame_Holder;
life_control = HOLD;
block_control = HOLD;
NS = P_Current_State;
	if ((hitscan == 1) && (P_Current_State != S_HIT_STUN) && (P_Current_State != S_BLOCK_STUN)) begin
		if ((P_Current_State == S_BACKWARD) && (blocks != 0)) begin
			NS = S_BLOCK_STUN;
			block_control = SERIAL_L;
			if (Opponent_CS == S_DIR_ATTACK_ACTIVE) State_Frame_Holder = S_BLOCK_STUN_FRAME_DIR;
			else State_Frame_Holder = S_BLOCK_STUN_FRAME_BASIC;
		end
		else begin
			NS = S_HIT_STUN;
			life_control = SERIAL_L;
			if (Opponent_CS == S_DIR_ATTACK_ACTIVE) State_Frame_Holder = S_HIT_STUN_FRAME_DIR;
			else State_Frame_Holder = S_HIT_STUN_FRAME_BASIC;
		end
	end
	else begin
		case(P_Current_State)
		  S_IDLE: begin
				if (attack & right & left) NS = S_BASIC_ATTACK_START;
				else if (attack & right) NS = S_DIR_ATTACK_START;
				else if (attack & left) NS = S_DIR_ATTACK_START;
				else if (right & left) NS = S_IDLE;
				else if (attack) NS = S_BASIC_ATTACK_START;
				else if (left) NS = S_BACKWARD;
				else if (right) NS = S_FORWARD;
				else NS = S_IDLE;
		  end
		  S_BACKWARD: begin
				if (attack & right & left) NS = S_BASIC_ATTACK_START;
				else if (attack & right) NS = S_DIR_ATTACK_START;
				else if (attack & left) NS = S_DIR_ATTACK_START;
				else if (right & left) NS = S_IDLE;
				else if (attack) NS = S_BASIC_ATTACK_START;
				else if (left) NS = S_BACKWARD;
				else if (right) NS = S_FORWARD;
				else NS = S_IDLE;
		  end
		  S_FORWARD: begin
				if (attack & right & left) NS = S_BASIC_ATTACK_START;
				else if (attack & right) NS = S_DIR_ATTACK_START;
				else if (attack & left) NS = S_DIR_ATTACK_START;
				else if (right & left) NS = S_IDLE;
				else if (attack) NS = S_BASIC_ATTACK_START;
				else if (left) NS = S_BACKWARD;
				else if (right) NS = S_FORWARD;
				else NS = S_IDLE;
		  end
		  S_BASIC_ATTACK_START: begin
				if (frame_count < S_BASIC_ATTACK_START_FRAME) NS = S_BASIC_ATTACK_START;
				else if (frame_count == S_BASIC_ATTACK_START_FRAME) NS = S_BASIC_ATTACK_ACTIVE;
		  end
		  S_BASIC_ATTACK_ACTIVE: begin
				if (frame_count < S_BASIC_ATTACK_ACTIVE_FRAME) NS = S_BASIC_ATTACK_ACTIVE;
				else if (frame_count == S_BASIC_ATTACK_ACTIVE_FRAME) NS = S_BASIC_ATTACK_REC;
		  end
		  S_BASIC_ATTACK_REC: begin
				if (frame_count < S_BASIC_ATTACK_REC_FRAME) NS = S_BASIC_ATTACK_REC;
				else if (frame_count == S_BASIC_ATTACK_REC_FRAME) begin
					if (attack & right & left) NS = S_BASIC_ATTACK_START;
					else if (attack & right) NS = S_DIR_ATTACK_START;
					else if (attack & left) NS = S_DIR_ATTACK_START;
					else if (right & left) NS = S_IDLE;
					else if (attack) NS = S_BASIC_ATTACK_START;
					else if (left) NS = S_BACKWARD;
					else if (right) NS = S_FORWARD;
					else NS = S_IDLE;
				end
		  end
		  S_DIR_ATTACK_START: begin
				if (frame_count < S_DIR_ATTACK_START_FRAME) NS = S_DIR_ATTACK_START;
				else if (frame_count == S_DIR_ATTACK_START_FRAME) NS = S_DIR_ATTACK_ACTIVE;
		  end
		  S_DIR_ATTACK_ACTIVE: begin
				if (frame_count < S_DIR_ATTACK_ACTIVE_FRAME) NS = S_DIR_ATTACK_ACTIVE;
				else if (frame_count == S_DIR_ATTACK_ACTIVE_FRAME) NS = S_DIR_ATTACK_REC;
		  end
		  S_DIR_ATTACK_REC: begin
				if (frame_count < S_DIR_ATTACK_REC_FRAME) NS = S_DIR_ATTACK_REC;
				else if (frame_count == S_DIR_ATTACK_REC_FRAME) begin
					if (attack & right & left) NS = S_BASIC_ATTACK_START;
					else if (attack & right) NS = S_DIR_ATTACK_START;
					else if (attack & left) NS = S_DIR_ATTACK_START;
					else if (right & left) NS = S_IDLE;
					else if (attack) NS = S_BASIC_ATTACK_START;
					else if (left) NS = S_BACKWARD;
					else if (right) NS = S_FORWARD;
					else NS = S_IDLE; 
				end
		  end
		  S_HIT_STUN: begin
				if (frame_count < State_Frame_Holder) NS = S_HIT_STUN;
				else if (frame_count == State_Frame_Holder) begin
					if (attack & right & left) NS = S_BASIC_ATTACK_START;
					else if (attack & right) NS = S_DIR_ATTACK_START;
					else if (attack & left) NS = S_DIR_ATTACK_START;
					else if (right & left) NS = S_IDLE;
					else if (attack) NS = S_BASIC_ATTACK_START;
					else if (left) NS = S_BACKWARD;
					else if (right) NS = S_FORWARD;
					else NS = S_IDLE; 
				end
		  end
		  S_BLOCK_STUN: begin
				if (frame_count < State_Frame_Holder) NS = S_BLOCK_STUN;
				else if (frame_count == State_Frame_Holder)  begin
					if (attack & right & left) NS = S_BASIC_ATTACK_START;
					else if (attack & right) NS = S_DIR_ATTACK_START;
					else if (attack & left) NS = S_DIR_ATTACK_START;
					else if (right & left) NS = S_IDLE;
					else if (attack) NS = S_BASIC_ATTACK_START;
					else if (left) NS = S_BACKWARD;
					else if (right) NS = S_FORWARD;
					else NS = S_IDLE; 
				end	
		  end
		  default: NS = S_IDLE;
		endcase
	end
end
always @(posedge clk) begin
    if (reset_n) begin
        lives <= 2'd3;
        blocks <= 2'd3;
        died <= 1'b0;
    end
    else begin
        if ((NS == S_BLOCK_STUN) && (NS != P_Current_State) && (blocks != 0)) begin
            blocks <= blocks - 1;
        end
        else if ((NS == S_HIT_STUN) && (NS != P_Current_State) && (lives != 0)) begin
            lives <= lives - 1;
        end
        if (lives == 2'b0) 
            died <= 1'b1;
        else 
            died <= 1'b0;
    end
end
always @(posedge clk ) begin
    if (reset_n) begin
        P_Current_State = S_IDLE;
        frame_count = 5'b0;
    end
	 else begin
	 if (P_Current_State != NS) frame_count = 0; 
	 frame_count = frame_count + 1'b1;
	 P_Current_State = NS;
	 end
end
endmodule
module Shifter #(parameter W = 4)(
input [1:0]			    control,
input			 		 serialL,
input			 		 serialR,
input 				 clk,
input 			reset_n,
output wire [W-1:0] Sout
);
localparam
SR = 2'b00,
SL = 2'b01,
LO = 2'b11;
reg [W-1:0] Soutreg = {W{1'b1}};
always @(posedge clk) begin
 if (reset_n) begin 
 Soutreg <= {W{1'b1}};
 end
 else begin
	if (control == SR) Soutreg <= {serialL ,Soutreg[W-1:1]};
	else if (control == SL) Soutreg <= {Soutreg[W-2:0], serialR};
	else if (control == LO) Soutreg <= Soutreg;
	else Soutreg <= {W{1'b0}};
end
end
assign Sout = Soutreg;
endmodule
==> flow/run.sh <==
#!/bin/bash
# OpenROAD 26Q1-2900-gdf79404cd8, Yosys 0.63+post, stock flow scripts
make -C /OpenROAD-flow-scripts/flow DESIGN_CONFIG=/design/flow/config.mk WORK_HOME=/design/flow/orfs finish
==> flow/config.mk <==
export PLATFORM = sky130hd
export DESIGN_NAME = FSM
export DESIGN_NICKNAME = FSM
export VERILOG_FILES = /design/flow/design.v
export SDC_FILE = /design/flow/constraint.sdc
export NUM_CORES = 4
export LEC_CHECK = 1
export CORE_AREA = 10 10 96 96
export DIE_AREA = 0 0 106 106
==> flow/constraint.sdc <==
current_design FSM

set clk_period 3.9
set clk_io_pct 0.2

create_clock -name clk0 -period $clk_period [get_ports {clk}]

set non_clock_inputs [all_inputs -no_clocks]
set_input_delay [expr $clk_period * $clk_io_pct] -clock clk0 $non_clock_inputs
set_output_delay [expr $clk_period * $clk_io_pct] -clock clk0 [all_outputs]
==> out/qor.csv <==
metric,value,unit
cp_max_fo,6,
number_of_unconstrained_endpoints,2,
std_cell_rows,31,
critical_path_class,primary input to register,
mux_area_frac,0.0206,
fin_tns_setup,0,ns
slew_headroom,0.507,
layout.area.seq,430,µm²
synth_flops,22,
worst-r2r-setup-slack,0.76,ns
required,4.08,ns
drt_drc_violations_left,0,
die.size.y,106,µm
postSynth.topFlopCell,dfxtp_1,
logic_family,simple AND/OR/NAND/NOR gates,
final.period_utilization,0.807,
crit_path_end_kind,register,
class_of_the_tightest_hold_or_removal_check,register to register,
total_power,538,µW
synthesis.yosys.warnings,2,
numCtsBuffers,3,
detailed_place.area,1750,µm²
worst_hold_slack,0.469,ns
layout.area.comb,945,µm²
maximum_clock_path_buffer_count,2,
power_leakage,0.000692,µW
grt_start_max_net_pins,22,
synth-edff-count,0,
groute.usage.overall,0.0661,
yosys.area_share.simple,0.302,
cts-resized-gates,0,
floorplanUtilization,0.210,
cts-htree-levels,1,
num_antenna_cells,0,
grt_pass1_wl,6370,µm
routabilityCongestion,0.910,
post_cts_hold_buffer_count,0,
warnings,25,
cts_root_buf,clkbuf_8,
tritoncts,done,
synth.cellmix.compoundShare,0.230,
syn-instance-count,180,
numPlacedInstances,288,
post_cts_buffers,0,
achievable-frequency,0.318,GHz
detailroute.via_count,1325,
ys_async_sr_fraction,0,
cp_cell_sequence,clkdlybuf4s50_1 -> a21oi_1 -> or4_2 -> a211o_2 -> nand4_2 -> nor2_1 -> ha_1 -> or3_1 -> a21oi_1,
maxCapViolCount,0,
placeableCoreArea,7210,µm²
worstPathArrival,3.32,ns
most-common-layout-cells,"dfxtp_1 (20), clkdlybuf4s50_1 (20), inv_1 (14)",
cpMostUsedCell,a21oi_1,
xor_area_frac,0.0289,
yosys.area_share.adder,0.0413,
detail-route-antenna-nets,0,
layout_min_cycle_time,3.15,ns
clock_insertion_delay_worst_skew,0.25,ns
critical_path.max_stage_delay,0.56,ns
timing.critical_path.from_type,primary input,
path_clk_slew,0.07,ns
die.size.x,106,µm
yosysCellCount,180,
rsz0062_at_grt,no,
drt-wirelength-per-cell,12.4,µm
layout-drive-gt1-share,0.130,
placement.io_buffers,20,
post-synth-top-area-fraction,0.264,
unclocked_pins,2,
outcome,"finished, final reports clean",
vdd_drop_max,0.222,mV
final_design_area_no_fill,1810,µm²
synth.avg_cell_area,8.42,µm²
synth-area-yosys,1520,µm²
worst_pin_slew,0.738,ns
synthToLayoutAreaGrowth,19.2,%
drtIter0Drc,82,
num-fill-cells,803,
top_cells_by_area,"dfxtp_1 (26%), ha_1 (4.1%), a21oi_1 (3.6%)",
antenna_violations_before_repair,0,
finClkSkew,0.00154,ns
grt_pass1_vias,1283,
final_max_slew_viol_count,0,
synthesis.area,1520,µm²
finalWirelength,3610,µm
dpl.hpwl,2710,µm
yosys.area.top_type,dfxtp_1,
ys_types,63,
full_die_area,11200,µm²
finalHoldViolCount,0,
final-setup-viol-count,0,
crit_slowest_cell,or4_2,
power-per-cell-area,298,nW/µm²
overflow,0,
instances_no_fill,292,
boundaryPins,21,
via_per_inst,4.54,
drt_pass1_iterations,4,
==> critical path: cells and delay by family <==
family / cells / cell delay (ns)
and+or+nand+nor: 4 / 1.14
AOI/OAI and AO/OA: 3 / 0.64
adders and majority gates: 1 / 0.21
buffers and inverters: 1 / 0.55
==> cell families after synthesis <==
logic type,Yosys count
simple gates,75
xor+xnor,5
flops,20
compound gates,45
latches,2
mux,3
fa+ha+maj,5
buf+inv,25
==> layout make-up <==
cell class	instances	area share
Clock buffer	4	0.0305
Sequential cell	22	0.238
Multi-Input combinational cell	133	0.523
Inverter	14	0.0291
Tap cell	99	0.0686
Timing Repair Buffer	20	0.111
==> metal layers <==
| metal | vias to the layer above | routed length (µm) | share of wire | global-route usage |
|---|---|---|---|---|
| met5 | - | 0 | 0 | 0 |
| met1 | 610 | 1870 | 0.52 | 0.0999 |
| met3 | 2 | 316 | 0.088 | 0.0220 |
| met2 | 28 | 1390 | 0.39 | 0.0928 |
| met4 | 0 | 25 | 0.0069 | 0.00484 |
| li1 | 685 | - | - | - |
==> metrics by stage <==
stage	util	worst slack, ns
final	0.250	0.754
after global routing	0.250	0.533
after floorplan	-	1.12
after detailed placement	0.243	0.515
after global placement	0.243	0.575
after CTS	0.250	0.771
==> flip-flops by register name (all words and copies together), names as in the netlist <==
signal,cells
frame_count,5
P_Current_State,4
blockshifer.Soutreg,3
lifeshifter.Soutreg,3
State_Frame_Holder,2
blocks,2
lives,2
died,1
==> final timing paths <==
| check | startpoint | endpoint | cells past startpoint |
|---|---|---|---|
| max reg2reg | frame_count[0]$_SDFF_PP0_ | frame_count[2]$_SDFF_PP0_ | 10 |
| min reg2reg | blocks[1]$_SDFFE_PP1P_ | blocks[1]$_SDFFE_PP1P_ | 1 |
| max | buttons[2] | frame_count[2]$_SDFF_PP0_ | 9 |
| min | blocks[1]$_SDFFE_PP1P_ | blocks[1]$_SDFFE_PP1P_ | 1 |
==> power breakdown <==
group / internal (µW) / switching (µW) / leakage (µW)
Clock: 89.8 / 67.9 / 0.0000288
Combinational: 70.0 / 64.8 / 0.000483
Sequential: 220 / 25.7 / 0.000181
==> cell usage after synthesis, types with 2 or more instances <==
| cell type | count |
|---|---|
| nand4_1 | 4 |
| ha_1 | 5 |
| nor2b_1 | 4 |
| dfxtp_1 | 20 |
| clkbuf_8 | 2 |
| and2_1 | 4 |
| dlygate4sd1_1 | 2 |
| nor3_1 | 4 |
| nand3_1 | 4 |
| clkbuf_1 | 4 |
| a211o_1 | 5 |
| nor2_1 | 13 |
| mux2i_1 | 2 |
| nand2_1 | 11 |
| or3_1 | 3 |
| nand2b_1 | 5 |
| and3_1 | 3 |
| o21ai_0 | 8 |
| inv_1 | 14 |
| a311oi_1 | 2 |
| dlxtp_1 | 2 |
| a21o_1 | 3 |
| xnor2_1 | 2 |
| buf_6 | 2 |
| nor4_2 | 2 |
| xor2_1 | 3 |
| a21oi_1 | 11 |
No activity file was given, so power comes from the tool's default toggle rates.
