`design/flow/design.v`:
```
module PlayerMovement (
	input wire [3:0] Player1NS,
	input wire [3:0] Player2NS,
	input wire 		  clk,
    input wire reset_n,
	output wire[9:0] Player1LocationsXO,
	output wire[9:0] Player2LocationsXO
);
localparam
charW 		 = 7'd64,
charh 		 = 9'd240,
mapW = 10'd640;
localparam
FWDAmount 	 = 2'd3,
BWDAmount 	 = 2'd2;
localparam
S_FORWARD    = 4'd1,
S_BACKWARD   = 4'd2,
S_ATTACK = 4'd3,
S_ATTACK_ACTIVE = 4'd4,
S_ATTACK_RECOVERY 	 = 4'd5,
S_DIR_ATTACK  	 = 4'd6,
S_DIR_ATTACK_ACTIVE 	 = 4'd7,
S_DIR_ATTACK_RECOVERY = 4'd8;
reg [9:0] Player1LocationsX = charW;
reg [9:0] NextPlayer1LocationsX = charW;
reg [9:0] Player2LocationsX = mapW - charW;
reg [9:0] NextPlayer2LocationsX = mapW - charW;
always @(*) begin
case (Player1NS)
	S_FORWARD: begin
		if (Player1LocationsX + charW < Player2LocationsX - 1'b1 - charW) begin  
			NextPlayer1LocationsX = Player1LocationsX + FWDAmount;
		end
		else begin
			NextPlayer1LocationsX = Player1LocationsX;
		end
	end
	S_BACKWARD: begin
		if (Player1LocationsX < BWDAmount + 1'b1 + charW) begin
			NextPlayer1LocationsX = Player1LocationsX;
		end
		else NextPlayer1LocationsX = Player1LocationsX - BWDAmount;
	end
	default: NextPlayer1LocationsX = Player1LocationsX;
endcase
case (Player2NS)
	S_FORWARD: begin
		if (Player1LocationsX + charW < Player2LocationsX - charW - 1'b1 -FWDAmount) begin  
			NextPlayer2LocationsX = Player2LocationsX - FWDAmount;
		end
		else begin
			NextPlayer2LocationsX = Player2LocationsX;
		end
	end
	S_BACKWARD: begin
		if (Player2LocationsX + charW > mapW - 1'b1 - BWDAmount) begin  
			NextPlayer2LocationsX = Player2LocationsX;
		end
		else NextPlayer2LocationsX = Player2LocationsX + BWDAmount;
	end
	default: NextPlayer2LocationsX = Player2LocationsX;
endcase
end
always @(posedge clk) begin
	if (reset_n) begin
		Player1LocationsX <= charW;
		Player2LocationsX <= mapW - charW;
	end
	else begin
		Player1LocationsX <= NextPlayer1LocationsX;
		Player2LocationsX <= NextPlayer2LocationsX;
	end
end
assign Player1LocationsXO = Player1LocationsX;
assign Player2LocationsXO = Player2LocationsX;
endmodule
```
`design/flow/run.sh`:
```
#!/bin/bash
# OpenROAD 26Q1-2900-gdf79404cd8, Yosys 0.63+post, stock flow scripts
make -C /OpenROAD-flow-scripts/flow DESIGN_CONFIG=/design/flow/config.mk WORK_HOME=/design/flow/orfs finish
```
`design/flow/config.mk`:
```
export PLATFORM = sky130hd
export DESIGN_NAME = PlayerMovement
export DESIGN_NICKNAME = PlayerMovement
export VERILOG_FILES = /design/flow/design.v
export SDC_FILE = /design/flow/constraint.sdc
export NUM_CORES = 4
export LEC_CHECK = 1
export CORE_AREA = 10 10 108 108
export DIE_AREA = 0 0 118 118
```
`design/flow/constraint.sdc`:
```
current_design PlayerMovement

set clk_period 3.8
set clk_io_pct 0.2

create_clock -name clk0 -period $clk_period [get_ports {clk}]

set non_clock_inputs [all_inputs -no_clocks]
set_input_delay [expr $clk_period * $clk_io_pct] -clock clk0 $non_clock_inputs
set_output_delay [expr $clk_period * $clk_io_pct] -clock clk0 [all_outputs]
```
==> flow_results.org <==
#+TITLE: Flow metrics

** Synth
- In this run, synthesis produced a sequential element count of 20.
- The average instance in the mapped netlist occupies 8.03 µm².
- After synthesis, the chip area reported by Yosys is ~0.0023 mm².
- The synthesized netlist occupies a cell area of ~0.0023 mm².
- Number of enable flip-flop cells :: 0
- Per the post-synthesis report, the number of cells in the design is 285.
- Per the synthesis report, the number of distinct cell types is roughly 57.
- Number of cell instances after yosys synthesis :: between 200 and 300
- The share of the Yosys chip area taken by registers is 0.175.
- After synthesis, the share of flip-flops with an asynchronous set or reset is 0.
- The commonest register cell is dfxtp_1.
- The warning tally printed by Yosys for this design is 1.

** Final layout
- Across the whole layout, storage elements account for between 400 and 500 µm².
- Commonest cells after routing, fill and taps aside :: ha_1, clkdlybuf4s50_1, nand2_1
- Final-layout fill cell count :: 1000
- Most common cell after layout, fill and taps aside :: ha_1
- The multi-input combinational cells in the finished layout cover a total of around 0.0017 mm².
- Core occupancy in the finished layout :: 0.295
- The flow measured a signed area growth from synthesis to layout of 19.7%.
- Fraction of final layout cells with drive strength greater than 1 :: 0.0782

** Power
- Looking at the VDD voltage map, the peak drop is 0.0000776 V.
- Standby leakage power :: about 0.0011 µW
- Of the total power, combinational logic draws 0.335.
- Switching part of the total power :: 0.338
- Power dissipated by switching net loads :: around 190 µW
- Clock network power share :: 0.260
- Internal Pwr Total :: about 370 µW
- Power share of the sequential group :: 0.404
- Power density over the cells :: between 200 and 250 mW/mm²

** CTS
- According to the CTS report, the clock sink count is 20.
- Number of buffers on the longest clock path :: 2
- In this run the number of H-tree levels came out at 1.
- Later-pin clock latency in the skew report :: around 0.26 ns
- TritonCTS built the clock tree.
- CTS root buffer :: clkbuf_8
- Post-cts hold buffer count :: 0
- # resized after CTS :: 0
- Per the post-CTS timing run, clock transition at the registers of the reported paths is about 0.080 ns.
- Total CTS buffers :: 3
- Once the clock tree was built, the setup fixing pass inserted 0 buffers.

** Floorplan
- Core ar. :: 0.00928 mm²
- During I/O placement, the number of pins put on the boundary was 30.
- Width of the die :: about 120 µm
- FP Core Util :: 0.246
- Die H :: between 100 and 150 µm
- The floorplan has 35 rows.
- In this run the full chip footprint comes out at about 0.014 mm².

** STA
- Final setup margin :: 0.348 ns
- Relative slew margins :: 0.400
- Number of failing setup endpoints in the final timing report :: 0
- In the final report, the number of hold violations comes to 0.
- Summed over all failing endpoints, the final setup total negative slack is 0 ns.
- In the final run the clock tree shows a worst skew of between 0.0015 and 0.002 ns.
- In the finished design, the share of the clock period the worst path needs comes to 0.908.
- Max-slew violation total from the final report :: 0
- Setup repair after global routing left no endpoint under its margin.
- Actual transition at the worst max-transition pin :: ~0.9 ns
- Post-layout minimum cycle time :: 3.45 ns
- Max Freq :: ~290 MHz

** Critical path
- Per the timing report, the biggest fanout along the worst path comes to 13.
- The OpenROAD report gives the critical path a required time of 3.95 ns.
- FF-to-FF setup slack :: between 0.3 and 0.4 ns
- STA classifies the critical path startpoint as a flip-flop.
- Kind of critical path :: reg2reg
- The OpenROAD report gives the critical path a data arrival time of ~3.6 ns.
- Type of element capturing the critical path :: flip-flop

** Routing
- In the routed netlist, the antenna diode instances number 0.
- WL per Instance :: between 10 and 15 µm
- Per the detailed-route log, wirelength across all metal layers totals approximately 6000 µm.
- Number of optimization iterations in the first detailed-route pass :: 4
- Overall via count from detail_route :: around 2100
- Per the log, the first TritonRoute iteration ended with a DRC count of around 120.
- Antenna violation net count after detailed routing :: 0
- Drt via density :: 4.78
- The script parses the final routing iteration and logs DRC violations as 0.

** GRT
- First-pass GRT wire length :: 10000 µm
- Overall routing resource usage :: 0.0830
- Number of global-route vias before repair :: roughly 2000
- Entering global routing, the biggest net connects 25 pins.
- Total gr overflow :: 0
- Number of antenna violations at the first check in global routing :: 0

** Placed design
- Count of input and output buffers :: 29
- Prior to clock tree synthesis, the placed netlist has a worst setup slack of approximately 0.36 ns.
- HPWL Detailed :: between 4000 and 5000 µm
- Last weighted congestion value of the routability-driven placer :: a little under 0.9

** Outcome
- Result of the run :: complete, no violations

** Worst hold path
- Type of the worst min-delay path :: reg2reg

** Job
- Total tool warning count :: 40
- The run reported a max-capacitance violation count of 0.
-- logic make-up after synthesis --
kind of cell	after synthesis	synth area share
AOI/OAI and AO/OA	67	0.202
xor gates and xnor gates	20	0.0765
adders and majority gates	40	0.219
buffers and inverters	33	0.0607
DFF	20	0.175
muxes	5	0.0241
and+or+nand+nor	100	0.243
-- sequential cells by signal (all words and copies together) (netlist names) --
signal and flops:
Player2LocationsX 10, Player1LocationsX 10
-- stage by stage --
stage | std cells | total power, µW | instance area (µm²) | hold WS [ns]
after floorplan | 285 | 367 | 2290 | 0.532
after global placement | 433 | 423 | 2700 | 0.606
after detailed placement | 433 | 423 | 2700 | 0.599
after CTS | 436 | 573 | 2740 | 0.615
after global routing | 436 | 612 | 2740 | 0.655
final | 436 | 566 | 2740 | 0.613
-- cell type report --
type	count	share of cell area
Clock buffer	3	0.0151
Multi-Input combinational cell	232	0.638
Inverter	20	0.0274
Timing Repair Buffer	32	0.114
Sequential cell	20	0.146
Tap cell	129	0.0589
-- power groups by stage --
stage / sequential [µW] / combinational, µW / clock, µW
4_1_cts: 229 / 191 / 153
6_report: 229 / 190 / 147
5_1_grt: 231 / 220 / 161
-- layer usage --
layer  part of all wire  wire length, µm  global-route usage
met3              0.030              175              0.0107
met1               0.49             2910               0.114
met2               0.46             2740               0.138
met5                  0                0                   0
met4              0.010               61              0.0108
-- worst max-delay path, cell delays in order (launching register included) --
cell,delay (ns)
dfxtp_1,0.54
inv_1,0.20
ha_1,0.22
a21boi_0,0.27
nand2_1,0.14
o21ai_0,0.27
nand2_1,0.11
xor2_1,0.15
ha_1,0.29
nand3_1,0.11
o22ai_1,0.08
nor3_1,0.20
o22a_2,0.33
o21ai_1,0.11
mux2_1,0.32
-- synthesized netlist by cell type, drive strengths merged, types with 2 or more instances --
| master | count | area share |
|---|---|---|
| a21oi | 19 | 0.043 |
| nor2b | 5 | 0.017 |
| or4 | 5 | 0.016 |
| o31ai | 5 | 0.016 |
| xnor2 | 14 | 0.054 |
| dfxtp | 20 | 0.17 |
| a31oi | 2 | 0.0055 |
| nor3 | 11 | 0.024 |
| nand2 | 22 | 0.036 |
| a31o | 2 | 0.0077 |
| o22ai | 2 | 0.0082 |
| xor2 | 6 | 0.023 |
| o41ai | 2 | 0.0077 |
| a21boi | 2 | 0.0082 |
| inv | 20 | 0.033 |
| clkbuf | 5 | 0.0082 |
| nor4b | 3 | 0.021 |
| o211ai | 3 | 0.0098 |
| or2 | 2 | 0.0055 |
| a41oi | 2 | 0.0077 |
| nand4 | 10 | 0.027 |
| buf | 8 | 0.020 |
| o32ai | 2 | 0.011 |
| a211oi | 5 | 0.016 |
| nand3 | 12 | 0.026 |
| mux2 | 4 | 0.020 |
| nor2 | 19 | 0.031 |
| ha | 40 | 0.22 |
| and3 | 3 | 0.0082 |
| or4b | 3 | 0.013 |
| o21ai | 13 | 0.028 |
-- path summary, 6_finish.rpt --
path	from	to	depth (start not counted)
worst max-delay path	Player2LocationsX[2]	Player1LocationsX[4]	14
worst min register to register	Player1LocationsX[9]	Player1LocationsX[9]	2
worst min-delay path	Player1LocationsX[9]	Player1LocationsX[9]	2
worst max register to register	Player2LocationsX[2]	Player1LocationsX[4]	14
No activity file was given, so power comes from the tool's default toggle rates.
